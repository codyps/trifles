==> flow/design.v <==
module adder_half(output S, C, input A, B);
	xor sum(S,A,B);
	and carry(C,A,B);
endmodule
module adder_full(output S, Cout, input A,B,Cin);
	wire s1, c1, c2;
	adder_half ha1(s1,c1, A ,B  ),
		ha2(S ,c2, s1,Cin);
	or carry(Cout, c1,c2);
endmodule
module adder_4b(output [3:0]S, output Cout, input [3:0]A, B, input Cin);
	wire c1, c2, c3;
	adder_full fa1(S[0], c1,   A[0], B[0], Cin),
		fa2(S[1], c2,   A[1], B[1], c1),
		fa3(S[2], c3,   A[2], B[2], c2),
		fa4(S[3], Cout, A[3], B[3], c3);
endmodule
module adder_16b(output [15:0]S, output Cout, input [15:0] A, B, input Cin);
	wire c1, c2, c3;
	adder_4b a1(S[ 3: 0], c1,   A[ 3: 0], B[ 3: 0], Cin),
	         a2(S[ 7: 4], c2,   A[ 7: 4], B[ 7: 4], c1),
	         a3(S[11: 8], c3,   A[11: 8], B[11: 8], c2),
	         a4(S[15:12], Cout, A[15:12], B[15:12], c3);
endmodule
==> flow/run.sh <==
#!/bin/bash
# OpenROAD 26Q1-2900-gdf79404cd8, Yosys 0.63+post, stock flow scripts
make -C /OpenROAD-flow-scripts/flow DESIGN_CONFIG=/design/flow/config.mk WORK_HOME=/design/flow/orfs finish
==> flow/config.mk <==
export PLATFORM = sky130hd
export DESIGN_NAME = adder_16b
export DESIGN_NICKNAME = adder_16b
export VERILOG_FILES = /design/flow/design.v
export SDC_FILE = /design/flow/constraint.sdc
export NUM_CORES = 4
export LEC_CHECK = 1
export CORE_AREA = 10 10 70 70
export DIE_AREA = 0 0 80 80
==> flow/constraint.sdc <==
current_design adder_16b

set clk_period 12.4
set clk_io_pct 0.2

create_clock -name clk0 -period $clk_period

set non_clock_inputs [all_inputs -no_clocks]
set_input_delay [expr $clk_period * $clk_io_pct] -clock clk0 $non_clock_inputs
set_output_delay [expr $clk_period * $clk_io_pct] -clock clk0 [all_outputs]
==> job_summary.md <==
## Synthesis and layout report

| Metric | Value |
|---|---|
| Width of the chip | about 80 um |
| Cell area after synthesis | ~480 um2 |
| Count of cell types in the netlist | 3 |
| Ports placed on the boundary | 50 |
| Crit path from | A[0] |
| Clock Buffer Count | 0 |
| First-pass GRT wire length | 2330 um |
| Data required time of the worst path | 9.92 ns |
| Number of placement rows | 21 |
| Mean area per synthesized cell | 11.4 um2 |
| Setup crit end | S[15] |
| RSZ-0062 raised after global routing | no |
| Total core area | ~0.0034 mm2 |
| Final Cell Area | 916 um2 |
| Residual overflow from global routing | 0 |
| Number of buffers added to fix hold violations after cts | 0 |
| Tcrit/Tclk final | 97.5% |
| Number of global-route vias before repair | 471 |
| Maximum vdd drop | 0.0144 mV |
| Placer Congestion | between 0.8 and 0.9 |
| Iteration count of the initial detailed-routing pass | 2 |
| Max Fanout on Critical Path | 1 |
| Die Size | 0.00640 mm2 |
| Setup tns final | 0 ns |
| Yosys cell count | approximately 42 |
| Sequential area share after synthesis | 0% |
| Routed wire per std cell | 12.8 um |
| Largest net degree at the start of global routing | 2 |
| Number of warning messages in the yosys log | 0 |
| Die extent in y | about 80 um |
| Most common cell type on the critical path | fa_1 |
| Most common cell after layout, fill and taps aside | clkdlybuf4s50_1 |
| WS Path Type | input port to output port |
| Count of warning messages emitted by the tools | 32 |
| DRC violation total after the first TritonRoute iteration | 1 |
| Final-report setup violation count | 0 |
| Sort of element at the end of the critical path | output port |
| Initial antenna violation count | 0 |
| Yosys stat area | 478 um2 |
| Pin slew with the least headroom to its limit | 0.108 ns |
| P per Cell Area | 46.8 mW/mm2 |
| Number of DRC violations after detailed routing | 0 |
| Sequential cell area | 0 um2 |
| Min-delay worst type | input port to output port |
| Floorplan utilization | 14.0% |
| Num sequential | 0 |
| # fillers | approximately 360 |
| # Max-Cap Violations | 0 |
| Layout overhead on the synthesized area | 91.6% |
| Slowest stage delay, CP | 0.47 ns |
| Number of hold violations in the final report | 0 |
| Post-CTS setup buffers | 0 |
| Number of instances in the synthesized netlist | 42 |
| Headroom to the max-slew limit | slightly above 90% |
| Achievable clock frequency | 82.8 MHz |
| Critical Path Slowest Stage Cell | clkdlybuf4s50_1 |
| Leakage power summed over all cells | 0.366 nW |
| Critical path startpoint category | input port |
| Standard cell area after detailed placement | 916 um2 |
| Run status | finished, final reports clean |
| Antenna Cells | 0 |
| Cells along the critical path | clkdlybuf4s50_1 -> inv_1 -> fa_1 -> inv_1 -> fa_1 -> fa_1 -> fa_1 -> fa_1 -> fa_1 -> fa_1 -> fa_1 -> fa_1 -> fa_1 -> fa_1 -> fa_1 -> fa_1 -> fa_1 -> fa_1 -> inv_1 -> fa_1 -> inv_1 -> clkdlybuf4s50_1 |
| PortBufs | ~50 |
| Final Max-Slew Violation Tally | 0 |
| Post-cts resize count | 0 |
| Most frequent cells in the layout | clkdlybuf4s50_1 (50), fa_1 (16), inv_1 (10) |
| Total via count in the routed design | ~390 |
| Final ANT Viol Nets | 0 |
| Shortest clock period the worst path allows after layout | between 10 and 15 ns |
| Arrival time at the worst endpoint | around 9.6 ns |
| Fraction of layout instances using a drive strength above 1 | 0% |
| Final HPWL DP | 1530 um |
| Total GRT Usage | 4.70% |
| Sum of routed wire length over all layers | ~1600 um |
| Number of vias per cell after detailed routing | 3.16 |
## worst max-delay path, delay by kind of cell
kind	cells	cell delay, ns
adder cells (fa/ha/maj)	16	6.00
buffers and inverters	6	1.13
## metal layers
layer  track usage [%]  vias up  part of all wire (%)
met5                 0        -                     0
met4                 0        0                     0
met3              5.57        0                    31
met2              6.02       48                    31
met1              5.28      170                    38
li1                  -      168                     -
## power breakdown
part           switching, mW  internal, mW  total (mW)
sequential                 0             0           0
combinational         0.0110        0.0319      0.0429
clock                      0             0           0
total                 0.0110        0.0319      0.0429
## logic make-up (layout without fill, tap and decap cells)
group / count (synthesis) / after routing / synth area share, %
buf+inv: 26 / 60 / 33.0
fa+ha+maj: 16 / 16 / 67.0
## metrics by stage
step	cells	hold slack [ns]	setup WS [ns]	utilization, %	power, mW
CTS	122	6.02	0.256	26.8	0.0445
global placement	122	6.01	0.313	26.8	0.0442
detailed placement	122	6.01	0.263	26.8	0.0443
global route	122	6.07	0.0359	26.8	0.0485
finish	122	6.02	0.316	26.8	0.0429
floorplan	42	5.18	1.31	-	0.0212
## how the worst min path moves through the flow
| stage | from | end | slack [ns] | cells past startpoint |
|---|---|---|---|---|
| 4_1_cts | Cin | S[0] | 6.02 | 5 |
| 5_1_grt | B[5] | S[5] | 6.07 | 3 |
| 6_report | Cin | S[0] | 6.02 | 5 |
## synth_stat cells (all sizes together)
cell,instances,share of area (%)
inv,10,7.9
fa,16,67
buf,16,25
## cell type report
cell class | instances | area [um2] | area share (%)
multi-input cells | 16 | 320 | 35.0
repair buffers | 50 | 500 | 54.6
well taps | 46 | 57.6 | 6.28
inverters | 10 | 37.5 | 4.10
Power is estimated from default activity; no workload was simulated.
