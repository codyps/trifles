==> flow/design.v <==
module or2(output Z, input A, B);
	wire i;
	not(Z, i);
	nor(i, A, B);
endmodule
module or4(output Z, input A, B, C, D);
	wire [1:0]i;
	or2 o0(i[0], A, B),
	    o1(i[1], C, D),
	    o2(Z, i[0], i[1]);
endmodule
module and2(output Z, input A, B);
	nand(nz, A, B);
	not(Z, nz);
endmodule
module and3(output Z, input A, B, C);
	wire i;
	and2 a0(i, A, B),
		a1(Z, i, C);
endmodule
module xnor2(output Z, input A, B);
	wire [1:0]i;
	not(na, A);
	not(nb, B);
	and2 a0(i[0], A, B),
	     a1(i[1], na, nb);
     	or2  o0(Z, i[0], i[1]);
endmodule
module xor2(output Z, input A, B);
	wire [1:0]i;
	not (na, A);
	not (nb, B);
	and2 a0(i[0], A, nb),
	     a1(i[1], na, B);
	or2  o0(Z, i[0], i[1]);
endmodule
module op_00(output Z, input A, B);
	or2 o(Z, A, B);
endmodule
module op_01(output Z, input A, B);
	xor2 x(Z, A, B);
endmodule
module op_10(output Z, input A, B, C);
	wire i;
	xnor2 x(i, B, C);
	and2  a(Z, i, A);
endmodule
module op_11(output Z, input A, B, C);
	wire i;
	xor2 x(i, A, B);
	nand n(Z, i, C);
endmodule
module mux_4_1(output Z, input [1:0] sel, input [3:0] i);
	wire [1:0]n_s;
	wire [3:0]a;
	not(n_s[0], sel[0]);
	not(n_s[1], sel[1]);
	and3 a0(a[0], n_s[1], n_s[0], i[0]),
	     a1(a[1], n_s[1], sel[0], i[1]),
	     a2(a[2], sel[1], n_s[0], i[2]),
	     a3(a[3], sel[1], sel[0], i[3]);
	or4 o0(Z, a[0], a[1], a[2], a[3]);
endmodule
module alu_01(output Z, input [1:0]op, input A, B, C);
	wire [3:0]op_z;
	op_00 op00(op_z[0], A, B);
	op_01 op01(op_z[1], A, B);
	op_10 op10(op_z[2], A, B, C);
	op_11 op11(op_z[3], A, B, C);
	mux_4_1 mux(Z, op, op_z);
endmodule
module alu_02(output [1:0]Z, input [1:0]op, input [1:0] A, B, C);
	alu_01 a0(Z[0], op, A[0], B[0], C[0]),
	       a1(Z[1], op, A[1], B[1], C[1]);
endmodule
module alu_04(output [3:0]Z, input [1:0]op, input [3:0] A, B, C);
	alu_02 a0(Z[1:0], op, A[1:0], B[1:0], C[1:0]),
		a1(Z[3:2], op, A[3:2], B[3:2], C[3:2]);
endmodule
module alu_08(output [7:0]Z, input [1:0]op, input [7:0] A, B, C);
	alu_04 a0(Z[3:0], op, A[3:0], B[3:0], C[3:0]),
		a1(Z[7:4], op, A[7:4], B[7:4], C[7:4]);
endmodule
module alu_16(output [15:0]Z, input [1:0]op, input [15:0] A, B, C);
	alu_08 a0(Z[7:0], op, A[7:0], B[7:0], C[7:0]),
		a1(Z[15:8], op, A[15:8], B[15:8], C[15:8]);
endmodule
module alu_32(output [31:0]Z, input [1:0]op, input [31:0] A, B, C);
	alu_16 a0(Z[15:0], op, A[15:0], B[15:0], C[15:0]),
		a1(Z[31:16], op, A[31:16], B[31:16], C[31:16]);
endmodule
module p2_tb();
	reg [31:0]A, B, C;
	reg [1:0]op;
	wire [31:0] Z;
	alu_32 device(Z, op, A, B, C);
	integer op_i, val_i;
	initial begin
		$dumpfile("p2.vcd");
		$dumpvars(0, device);
		$monitor("op(%b) A=%b B=%b C=%b => %b", op, A, B, C, Z); 
		for( op_i = 0; op_i <= 'b11; op_i = op_i + 1) begin
			op = op_i[1:0];
			for(val_i = 0; val_i <= 'b111; val_i = val_i + 1) begin
				A = {32{val_i[2]}};
				B = {32{val_i[1]}};
				C = {32{val_i[0]}};
				#10;
			end
		end
	end
endmodule
==> flow/run.sh <==
#!/bin/bash
# OpenROAD 26Q1-2900-gdf79404cd8, Yosys 0.63+post, stock flow scripts
make -C /OpenROAD-flow-scripts/flow DESIGN_CONFIG=/design/flow/config.mk WORK_HOME=/design/flow/orfs finish
==> flow/config.mk <==
export PLATFORM = sky130hd
export DESIGN_NAME = alu_32
export DESIGN_NICKNAME = alu_32
export VERILOG_FILES = /design/flow/design.v
export SDC_FILE = /design/flow/constraint.sdc
export NUM_CORES = 4
export LEC_CHECK = 1
export CORE_UTILIZATION = 40
==> flow/constraint.sdc <==
current_design alu_32

set clk_period 4.6
set clk_io_pct 0.2

create_clock -name clk0 -period $clk_period

set non_clock_inputs [all_inputs -no_clocks]
set_input_delay [expr $clk_period * $clk_io_pct] -clock clk0 $non_clock_inputs
set_output_delay [expr $clk_period * $clk_io_pct] -clock clk0 [all_outputs]
==> metrics.cfg <==
[yosys]
synth_area_per_cell_um2=6.35
syn_area_um2=2360
synth_warnings=5
synth_cell_type_count=16
ys_seq_share_pct=0
ys_chip_area_um2=2360
ys_cells=371
synthCells=371

[finish]
ff_count=0
drive_gt1_share_pct=1.97
nFillCells=561
lay_top_cells=clkdlybuf4s50_1, inv_1
lay_top_count=clkdlybuf4s50_1
finalNonFillerCells=528
syn_to_final_growth_pct=43.0
combGateArea_um2=1590
flop_area_um2=0
clkbuf_count=0

[worst_setup_path]
end_kind=output port
crit_required_ns=3.68
worstSetupStartpointType=input pin
endpoint=Z[2]
critPathArrivalTime_ns=2.84
criticalPathCategory=input pin to output port
cp_max_fo=32
critPathLaunch=op[1]

[final_timing]
setup_viol=0
slew_headroom_pct=67.1
worst_pin_slew_ns=0.493
finalCritPeriodShare_pct=81.7
period_needed_ns=3.76
holdWs_ns=2.77
max_freq_mhz=266
rsz0062_at_grt=false
hold_viol_final=0
drv_slew=0
tns_ns=0

[floorplan]
fp.dieH_um=78.7
die_w_um=78.7
core_region_area_um2=5610
ios=130
fp_util_pct=42.0
die_area_um2=6200
num_rows=27

[clocking]
ctsHoldBuffers=0
post_cts_resized=0
cts_setup_buffers=0

[routing]
ant_nets=0
drt_iter0_drc=56
drtPass1Iterations=4
vias_per_cell=4.66
antenna_cells=0
post_drt_wl_per_cell_um=10.7
drc=0
vias=2462
wirelength_um=5650

[global_route]
grt_max_degree=41
grt_use_total_pct=18.4
grt_pass1_wl_um=9450
overflow=0
antenna_found_initial=0
first_global_vias=2293

[power]
max-vdd-ir-drop_mv=0.0443
power_density_nw_per_um2=93.4
p_leak_nw=1.55
finalPower_uw=315

[min_path]
min_path_type=input pin to output port
hold_depth=4

[placed_design]
gp_congestion=0.755
portBuffers=130
dp_cells=528
dpl.hpwl_um=4430

[flow_run]
maxCapViolations=0
warnings=33

[run_status]
outcome=complete, no violations

## metrics by stage
stage                     util (%)  instance area (um^2)  worst slack (ns)
after global placement        60.1                  3370             0.842
after CTS                     60.1                  3370             0.813
after floorplan                  -                  2360              2.05
final                         60.1                  3370             0.844
after detailed placement      60.1                  3370             0.817
after global routing          60.1                  3370             0.679
## cells in the mapped netlist
cell | number | area, um^2
buf_6 | 5 | 56.3
nand2b_4 | 1 | 13.8
o21ai_1 | 30 | 150
nand2_1 | 32 | 120
nor2b_2 | 1 | 8.76
ha_1 | 32 | 400
nand3_1 | 32 | 160
o21ai_2 | 2 | 17.5
buf_8 | 3 | 45.0
inv_1 | 96 | 360
clkbuf_8 | 1 | 13.8
o22ai_1 | 32 | 200
clkbuf_1 | 3 | 11.3
a21boi_0 | 32 | 240
xnor2_1 | 32 | 280
buf_4 | 37 | 278
## metal layers
| metal | share of wire [%] | track usage (%) | wire length (um) | vias to the layer above |
|---|---|---|---|---|
| li1 | - | - | - | 1343 |
| met1 | 43 | 22.9 | 2450 | 1042 |
| met2 | 48 | 34.8 | 2730 | 77 |
| met3 | 8.4 | 3.15 | 476 | 0 |
| met4 | 0 | 0 | 0 | 0 |
| met5 | 0 | 0 | 0 | - |
## report_power, final
part	total [mW]	switching, mW	internal, mW
sequential	0	0	0
combinational	0.315	0.114	0.201
clock	0	0	0
total	0.315	0.114	0.201
## cell families (layout without fill, tap and decap cells)
logic type / Yosys count / count (layout) / share of synthesized area (%)
buf+inv: 145 / 230 / 32.4
simple gates: 66 / 66 / 12.9
xor+xnor: 32 / 32 / 11.9
compound gates: 96 / 96 / 25.8
fa+ha+maj: 32 / 32 / 17.0
## layout make-up
type / count / area share, %
inverter: 96 / 10.7
multi-input combinational: 226 / 47.3
tap: 72 / 2.67
timing repair buffer: 134 / 39.4
## worst min path at each step
stage	startpoint	to	slack (ns)
final	A[14]	Z[14]	2.77
after global routing	A[14]	Z[14]	2.81
after CTS	A[18]	Z[18]	2.78
## critical path: stages
cell	delay (ns)
clkdlybuf4s50_1	0.48
buf_4	0.20
nand2b_4	0.42
o22ai_1	0.15
o21ai_1	0.18
clkdlybuf4s50_1	0.48
