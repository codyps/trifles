$ cat design/flow/constraint.sdc
current_design r16_adder

set clk_period 20.7
set clk_io_pct 0.2

create_clock -name clk0 -period $clk_period

set non_clock_inputs [all_inputs -no_clocks]
set_input_delay [expr $clk_period * $clk_io_pct] -clock clk0 $non_clock_inputs
set_output_delay [expr $clk_period * $clk_io_pct] -clock clk0 [all_outputs]
$ cat design/flow/design.v
module half_adder(output S, C, input A, B);
	xor sum(S,A,B);
	and carry(C,A,B);
endmodule
module full_adder(output S, Cout, input A,B,Cin);
	wire s1, c1, c2;
	half_adder ha1(s1,c1, A ,B  ),
		ha2(S ,c2, s1,Cin);
	or carry(Cout, c1,c2);
endmodule
module r4_adder(output [3:0]S, output Cout, input [3:0]A, B, input Cin);
	wire c1, c2, c3;
	full_adder fa1(S[0], c1,   A[0], B[0], Cin),
		fa2(S[1], c2,   A[1], B[1], c1),
		fa3(S[2], c3,   A[2], B[2], c2),
		fa4(S[3], Cout, A[3], B[3], c3);
endmodule
module r16_adder(output [15:0]S, output Cout, input [15:0] A, B, input Cin);
	wire c1, c2, c3;
	r4_adder a1(S[ 3: 0], c1,   A[ 3: 0], B[ 3: 0], Cin),
	         a2(S[ 7: 4], c2,   A[ 7: 4], B[ 7: 4], c1),
	         a3(S[11: 8], c3,   A[11: 8], B[11: 8], c2),
	         a4(S[15:12], Cout, A[15:12], B[15:12], c3);
endmodule
$ cat design/flow/config.mk
export PLATFORM = sky130hd
export DESIGN_NAME = r16_adder
export DESIGN_NICKNAME = r16_adder
export VERILOG_FILES = /design/flow/design.v
export SDC_FILE = /design/flow/constraint.sdc
export NUM_CORES = 4
export LEC_CHECK = 1
export CORE_AREA = 10 10 77 77
export DIE_AREA = 0 0 87 87
$ cat design/flow/run.sh
#!/bin/bash
# OpenROAD 26Q1-2900-gdf79404cd8, Yosys 0.63+post, stock flow scripts
make -C /OpenROAD-flow-scripts/flow DESIGN_CONFIG=/design/flow/config.mk WORK_HOME=/design/flow/orfs finish
==> summary.txt <==
flow finished, numbers: CP arrival ~11 ns, total die area 0.00757 mm^2, Slew headroom 0.925, Post-DP Area just over 900 um^2, postcts setup bufs 0, n_diodes 0, starting density of the core 0.110, status finished clean, OpenROAD warning count 32, chip area line of the yosys report 478 um^2, register share after synthesis 0, Achievable Freq around 65 MHz, Die Height 87 um, Hold-fix buffers, CTS 0, crit path kind primary input to output port, Final period util 0.745, first-pass GRT wire length ~2500 um, Buffers on Ports roughly 50, synthesized area 478 um^2, routed via count between 300 and 400, initial antenna violation count 0, DIE WIDTH 87 um, Required @ worst endpoint around 17 ns, vias in the first global route between 400 and 500, Max-cap violations 0, CP peak stage delay around 0.47 ns, Rows 24, Pint approximately 19 uW, io pins around 50, wire per inst 12.6 um, distinct cell type count after synthesis 3, Mapped Cells between 40 and 50, drt pass-1 iters 1, clock buffers 0, WL final around 1600 um, dominant logic cell type in the layout clkdlybuf4s50_1, leakage between 0.0003 and 0.0004 uW, most instantiated logic cells after routing clkdlybuf4s50_1 (50), fa_1 (16), inv_1 (10), largest net degree at the start of global routing 2, grt ovf 0, Cell Count, Final, Fillers Out roughly 130, post-DP HPWL 1580 um, Area Growth Syn to Fin 93.2%, Vias/cell 2.96, cell chain of the critical path clkdlybuf4s50_1 > inv_1 > fa_1 > inv_1 > fa_1 > fa_1 > fa_1 > fa_1 > fa_1 > fa_1 > fa_1 > fa_1 > fa_1 > fa_1 > fa_1 > fa_1 > fa_1 > fa_1 > inv_1 > fa_1 > inv_1 > clkdlybuf4s50_1, final setup vio count 0, share of layout cells above drive strength 1 0, Critical-path top delay cell clkdlybuf4s50_1, Worst-Margin Slew ~0.11 ns, switching power around 6.9 uW, seq_cells 0, min cycle time layout around 15 ns, ys cells 42, post-route ant nets 0, Worst Hold Margin 9.34 ns, design area roughly 900 um^2, YS warnings 0, maximum vdd drop between 0.00001 and 0.000015 V, Power per Cell Area about 28 mW/mm^2, Seq pwr share 0, Hold Vio Cnt, Final 0, Slew Viols, Final 0, crit path launch type primary input, DR iter-0 viols 0, GP Congestion roughly 0.78, Setup TNS 0 ns, crit path capture type output port, Post-Place Setup Slack about 5.3 ns, final worst slack between 5 and 6 ns, sequential cell area 0 um^2, # DRC 0, GRT Total Usage 0.0418, HP Class primary input to output port, crit path max fanout 1, cell total after placement about 130, unrepaired setup endpoints after global routing no, CTS resizes 0, most frequent CP cell fa_1, Mean Syn Cell Area ~11 um^2, Clk pwr share 0, Core ar. 0.00435 mm^2, combinational share of power 1.000, switching part of the total 0.264
## cell usage after synthesis (all sizes together)
cell type,instances,area [um^2]
buf,16,120
inv,10,37.5
fa,16,320
## worst max-delay path, delay by kind of cell
| kind | cells | cell delay [ns] |
|---|---|---|
| fa+ha+maj | 16 | 5.97 |
| buf+inv | 6 | 1.16 |
## through the flow
step           utilization  power [uW]
2_1_floorplan            -        12.7
3_3_place_gp         0.212        26.8
3_5_place_dp         0.212        26.7
4_1_cts              0.212        26.9
5_1_grt              0.212        29.9
6_report             0.212        26.0
## power by group through the flow
stage,clock network [uW],registers (uW),logic [uW]
CTS,0,0,26.9
global route,0,0,29.9
finish,0,0,26.0
## cells by family (layout without fill, tap and decap cells)
| family | after synthesis | in the layout | share of synthesized area |
|---|---|---|---|
| buf+inv | 26 | 60 | 0.330 |
| fa+ha+maj | 16 | 16 | 0.670 |
## metal layers
layer,up-vias,global-route usage,wire [um]
met4,0,0,0
li1,168,-,-
met2,49,0.0553,540
met5,-,0,0
met3,0,0.0509,585
met1,162,0.0445,487
## final cells by class
type                            count  area (um^2)
Multi-Input combinational cell     16          320
Timing Repair Buffer               50          500
Inverter                           10         37.5
Tap cell                           52         65.1
Fill cell                         454         3430
## worst paths after layout
| check | start | endpoint | slack [ns] | depth (start not counted) |
|---|---|---|---|---|
| setup / recovery | A[0] | S[15] | 5.29 | 22 |
| hold / removal | B[0] | S[0] | 9.34 | 5 |
Power figures rest on the tool's default switching activity, not on a simulated workload.
